==> run.sh <==
#!/bin/bash
# OpenROAD 26Q1-2900-gdf79404cd8, Yosys 0.63+post, stock flow scripts
make -C /OpenROAD-flow-scripts/flow DESIGN_CONFIG=/design/flow/config.mk WORK_HOME=/design/flow/orfs finish
==> config.mk <==
export PLATFORM = sky130hd
export DESIGN_NAME = cache_controller
export DESIGN_NICKNAME = cache_controller
export VERILOG_FILES = /design/flow/design.v
export SDC_FILE = /design/flow/constraint.sdc
export NUM_CORES = 4
export LEC_CHECK = 1
export CORE_AREA = 10 10 70 70
export DIE_AREA = 0 0 80 80
==> constraint.sdc <==
current_design cache_controller

set clk_period 1.2
set clk_io_pct 0.2

create_clock -name clk0 -period $clk_period [get_ports {clk}]

set non_clock_inputs [all_inputs -no_clocks]
set_input_delay [expr $clk_period * $clk_io_pct] -clock clk0 $non_clock_inputs
set_output_delay [expr $clk_period * $clk_io_pct] -clock clk0 [all_outputs]
==> design.v <==
module cache_controller (
    input logic clk,
    input rst,
    input logic req_valid,
    input logic req_type,           
    input logic hit,
    input logic dirty_bit,
    input logic ready_mem,
    input logic acknowledge,
    output logic read_en_mem,
    output logic write_en_mem,
    output logic write_en,
    output logic read_en_cache,
    output logic refill,
    output logic done_cache
);
    typedef enum logic [2:0] {
        IDLE,
        COMPARE,
        WRITE_BACK,
        WRITE_ALLOCATE
    } state_t;
    state_t current_state, next_state;
    always @(posedge clk or posedge rst) begin
        if (rst)
            current_state <= IDLE;
        else
            current_state <= next_state;
    end
    always @(*) begin
        read_en_mem    = 0;
        write_en_mem   = 0;
        write_en       = 0;
        read_en_cache  = 0;
        refill         = 0;
        acknowledge    = 0;
        next_state     = current_state;
        case (current_state)
            IDLE: begin
                if (req_valid)
                    next_state = COMPARE;
            end
            COMPARE: begin
                if (req_type == 0 && hit) begin
                    read_en_cache = 1;
                    done_cache = 1;
                    next_state = IDLE;
                end
                else if (req_type == 0 && !hit && dirty_bit) begin
                    write_en_mem = 1;             
                    next_state = WRITE_BACK;
                end
                else if (req_type == 0 && !hit && !dirty_bit) begin
                    read_en_mem = 1;
                    next_state = WRITE_ALLOCATE;
                end
                else if (req_type == 1 && hit) begin
                    write_en = 1;   
                    done_cache = 1;
                    next_state = IDLE;
                end
                else if (req_type == 1 && !hit && dirty_bit) begin
                    write_en_mem = 1;
                    next_state = WRITE_BACK;
                end
                else if (req_type == 1 && !hit && !dirty_bit) begin
                    read_en_mem = 1;
                    next_state = WRITE_ALLOCATE;
                end
            end
            WRITE_BACK: begin
                if (acknowledge) begin
                    read_en_mem = 1;
                    next_state = WRITE_ALLOCATE;
                end
            end
            WRITE_ALLOCATE: begin
                if (ready_mem) begin
                    refill = 1;
                    if (req_type == 0)
                        read_en_cache = 1;
                    else if (req_type == 1)
                        write_en = 1;
                    done_cache = 1;
                    next_state = IDLE;
                end
            end
            default: next_state = IDLE;
        endcase
    end
endmodule
==> changes_impl.md <==
### Implementation results

- Synth Seq Share: 43.9%
- Synthesized registers: 3
- Yosys cell count: 21
- Yosys warnings: 1
- Distinct lib cells: 12
- Yosys stat area: 174 um^2
- Status: did not finish
- Stop err: ERROR: Found 1 problems in 'check -assert'.
- Stopped at: 1_2_yosys
cells in the mapped netlist:
| cell | number | area, um^2 |
|---|---|---|
| and2_1 | 2 | 12.5 |
| o21ai_1 | 1 | 5.00 |
| conb_1 | 2 | 7.51 |
| buf_4 | 2 | 15.0 |
| dfrtp_1 | 2 | 50.1 |
| nor2_1 | 3 | 11.3 |
| inv_1 | 4 | 15.0 |
| a22oi_2 | 1 | 12.5 |
| dfstp_2 | 1 | 26.3 |
| o22ai_1 | 1 | 6.26 |
| nand2b_1 | 1 | 6.26 |
| nor2b_1 | 1 | 6.26 |
cell families after synthesis:
| logic type | after synthesis | share of synthesized area, % |
|---|---|---|
| buffers and inverters | 6 | 17.3 |
| other | 2 | 4.32 |
| flip-flops | 3 | 43.9 |
| AND-OR/OR-AND | 3 | 13.7 |
| AND/OR/NAND/NOR | 7 | 20.9 |
