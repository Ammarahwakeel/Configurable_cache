==> design/flow/config.mk <==
export PLATFORM = sky130hd
export DESIGN_NAME = main_memory
export DESIGN_NICKNAME = main_memory
export VERILOG_FILES = /design/flow/design.v
export SDC_FILE = /design/flow/constraint.sdc
export NUM_CORES = 4
export LEC_CHECK = 1
export CORE_AREA = 10 10 82 82
export DIE_AREA = 0 0 92 92
==> design/flow/constraint.sdc <==
current_design main_memory

set clk_period 1.0
set clk_io_pct 0.2

create_clock -name clk0 -period $clk_period [get_ports {clk}]

set non_clock_inputs [all_inputs -no_clocks]
set_input_delay [expr $clk_period * $clk_io_pct] -clock clk0 $non_clock_inputs
set_output_delay [expr $clk_period * $clk_io_pct] -clock clk0 [all_outputs]
==> design/flow/design.v <==
module main_memory (
    input clk,
    input read_en,                     
    input [31:0] address,
    output reg [127:0] block_out,      
    output reg ready                   
);
    reg [31:0] base_address;
    integer i;
    always @(posedge clk) begin
        if (read_en) begin
            base_address = {address[31:4], 4'b0000};   
            ready = 1;
            for (i = 0; i < 4; i = i + 1) begin
                block_out[i*32 +: 32] = base_address + i;   
            end
        end else begin
            ready = 0;
        end
    end
endmodule
==> design/flow/run.sh <==
#!/bin/bash
# OpenROAD 26Q1-2900-gdf79404cd8, Yosys 0.63+post, stock flow scripts
make -C /OpenROAD-flow-scripts/flow DESIGN_CONFIG=/design/flow/config.mk WORK_HOME=/design/flow/orfs finish
==> results.rst <==
Flow metrics
------------

.. list-table::
   :header-rows: 1

   * - Metric
     - Value
   * - Run status
     - complete, but fails checks
   * - Failing checks
     - negative setup slack
   * - Vias per inst
     - approximately 3.5
   * - Post-synthesis chip area from yosys
     - between 1500 and 2000 um^2
   * - Synth Seq Share
     - 0.532
   * - Worst-case vdd ir drop
     - approximately 0.7 mV
   * - Arrival time at the worst endpoint
     - about 0.95 ns
   * - Critical path, cell by cell
     - buf_6, buf_6
   * - Count of final max-slew check failures
     - 0
   * - Library cells used by synthesis
     - 4
   * - Clock slew at reported path FFs
     - about 0.060 ns
   * - Diode count
     - 0
   * - DP Cell Count
     - 259
   * - Lkg Pwr
     - ~0.0011 uW
   * - Max-cap check violation count
     - 0
   * - Worst hold path startpoint
     - address[17]
   * - Number of clock buffers inserted by TritonCTS
     - 5
   * - Crit path max-delay family
     - flip-flops
   * - Mean area per synthesized cell
     - 12.4 um^2
   * - Class of the most critical setup path
     - flip-flop to output pin
   * - Maximum number of pins on one net before global-route repair
     - 17
   * - Peak Freq
     - about 870 MHz
   * - Crit share post-route
     - 1.15
   * - I/O Buffers
     - 142
   * - Wire length of the first global-routing pass
     - around 6700 um
   * - PnR worst setup slack
     - -0.147 ns
   * - Vertical extent of the die
     - between 90 and 100 um
   * - Relative contribution of sequential cells to total power
     - 0.491
   * - Worst path most repeated cell
     - sky130_fd_sc_hd__buf_6
   * - Switching Power
     - roughly 610 uW
   * - Maximum number of buffers from clock root to sink
     - 2
   * - Library cell with the largest summed area after synthesis
     - sky130_fd_sc_hd__edfxtp_1
   * - Sum of net half-perimeters after detailed placement
     - between 3000 and 4000 um
   * - Maximum fanout along the worst path
     - 3
   * - Crit path largest cell delay
     - roughly 0.43 ns
   * - Total number of vias
     - 1007
   * - Cell depth of the worst min-delay path
     - 1
   * - Buffers and inverters on the worst path
     - 2
   * - Global route overflow
     - 0
   * - Pre-CTS setup slack
     - -0.257 ns
   * - Worst Setup End Kind
     - output pin
   * - Element type at the critical path start
     - flip-flop
   * - Area share of the largest cell type after synthesis
     - 0.519
   * - Cell area power density
     - between 1000 and 1500 nW/um^2
   * - Clk pwr share
     - 0.283
   * - Number of global-route vias before repair
     - approximately 1.1k
   * - Total Routing Usage GR
     - 0.100
   * - Min-delay worst type
     - input pin to flip-flop
   * - Core Util at FP
     - 0.319
   * - #FFs+latches synth
     - 29
   * - Yosys Instances
     - ~130
   * - H-Tree Depth
     - 2
   * - Internal power
     - roughly 2500 uW
   * - Core Region
     - between 5000 and 6000 um^2
   * - Final weighted congestion in routability-driven placement
     - 0.700
   * - CTS tree
     - built
   * - Number of nets with antenna violations after detailed routing
     - 0
   * - Root buffer cell
     - sky130_fd_sc_hd__clkbuf_8
   * - DRC violation total after the first TritonRoute iteration
     - 21
   * - Combinational share of power
     - 0.226
   * - Count of final setup violators
     - about 110
   * - Final critical delay including setup and external delays
     - approximately 1.1 ns
   * - Post-synth area hogs
     - sky130_fd_sc_hd__edfxtp_1 52%, sky130_fd_sc_hd__buf_4 46%, sky130_fd_sc_hd__dfxtp_1 1.2%
   * - Number of warnings in the stage logs
     - 31
   * - Non-filler cells, final
     - 284
   * - Post-synthesis instance area
     - 1620 um^2
   * - Average wire per standard cell
     - 16.2 um
   * - Area added between synthesis and finish
     - 46.8%
   * - Standard cell with the maximum stage delay on the critical path
     - sky130_fd_sc_hd__edfxtp_1
   * - I/O pin total
     - 163
   * - Sw Share
     - 0.198
   * - Unrepaired setup endpoints after global routing
     - yes
   * - Synthesized instance count
     - roughly 130
   * - Row count
     - 26
   * - Total wire length after detailed routing
     - around 4600 um
   * - Req. time, crit path
     - 0.80 ns
   * - Final Hold Viols
     - 0
   * - Width of the die
     - about 92 um
   * - Initial antenna violation count
     - 0
   * - Die Footprint
     - between 8000 and 9000 um^2
   * - Worst min-delay path endpoint
     - block_out[113]
   * - Clock Sink Count
     - 29
   * - Utilization after layout
     - 0.468
   * - Fraction of final layout cells sized beyond drive strength 1
     - 0.640
   * - Number of remaining DRC errors
     - 0
   * - Synthesis Warnings
     - 1
   * - Number of detailed-routing iterations run before antenna repair
     - 4
==> sequential cells by signal, summed over array words and instances (netlist names) <==
signal and cells:
block_out 28, ready 1
==> cell families after synthesis <==
kind of cell | count (synthesis) | share of synthesized area
buffers and inverters | 100 | 0.464
DFF | 29 | 0.532
other | 2 | 0.00464
==> layout by cell type (no fill, tap or decap) <==
master	netlist	final
sky130_fd_sc_hd__dfxtp_1	1	1
sky130_fd_sc_hd__buf_4	100	2
sky130_fd_sc_hd__clkbuf_2	0	1
sky130_fd_sc_hd__clkbuf_8	0	5
sky130_fd_sc_hd__conb_1	2	16
sky130_fd_sc_hd__buf_2	0	76
sky130_fd_sc_hd__buf_6	0	53
sky130_fd_sc_hd__edfxtp_1	28	28
sky130_fd_sc_hd__clkdlybuf4s50_1	0	29
sky130_fd_sc_hd__clkbuf_1	0	3
==> what timing repair did <==
action | CTS | global route
setup endpoints to repair | 113 | 113
hold endpoints to repair | 0 | 0
hold buffers | 0 | 0
buffers inserted | 17 | 0
gates resized | 382 | 12
pin swaps | 0 | 0
==> power by group through the flow <==
stage	clock (uW)	combinational, uW	sequential, uW
CTS	925	688	1510
global route	983	765	1530
finish	872	697	1510
==> metal layers <==
metal,vias up,global-route usage,share of wire
li1,469,-,-
met1,453,0.111,0.37
met2,83,0.162,0.48
met3,2,0.0692,0.14
met4,0,0.0103,0.0046
met5,-,0,0
==> through the flow <==
stage / hold slack (ns) / setup TNS, ns / total power, uW / cell area [um^2]
after floorplan: 0.228 / 0 / 1860 / 1670
after global placement: 0.756 / -12.26 / 2330 / 2440
after detailed placement: 0.758 / -14.05 / 2330 / 2440
after CTS: 0.468 / -7.68 / 3130 / 2320
after global routing: 0.463 / -11.68 / 3280 / 2380
final: 0.482 / -5.72 / 3080 / 2380
==> worst max path at each step <==
stage	start	endpoint	slack, ns	depth (start not counted)
CTS	block_out[113]	block_out[17]	-0.17	2
finish	block_out[113]	block_out[49]	-0.15	2
global route	block_out[113]	block_out[81]	-0.21	2
==> area by class of cell <==
class,instances,area [um^2]
well taps,70,87.6
flip-flops and latches,29,861
multi-input cells,16,60.1
clock buffers,8,80.1
fillers,490,2700
repair buffers,161,1290
==> cell usage after synthesis <==
cell and instances:
sky130_fd_sc_hd__buf_4 100, sky130_fd_sc_hd__edfxtp_1 28, sky130_fd_sc_hd__conb_1 2, sky130_fd_sc_hd__dfxtp_1 1
Power is estimated from default activity; no workload was simulated.
